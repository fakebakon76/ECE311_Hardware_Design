File: design/flow/config.mk
export PLATFORM = sky130hd
export DESIGN_NAME = counter
export DESIGN_NICKNAME = counter
export VERILOG_FILES = /design/flow/design.v
export SDC_FILE = /design/flow/constraint.sdc
export NUM_CORES = 4
export LEC_CHECK = 1
export CORE_AREA = 10 10 70 70
export DIE_AREA = 0 0 80 80
File: design/flow/constraint.sdc
current_design counter

set clk_period 1.0
set clk_io_pct 0.2

create_clock -name clk0 -period $clk_period [get_ports {clk}]

set non_clock_inputs [all_inputs -no_clocks]
set_input_delay [expr $clk_period * $clk_io_pct] -clock clk0 $non_clock_inputs
set_output_delay [expr $clk_period * $clk_io_pct] -clock clk0 [all_outputs]
File: design/flow/design.v
module counter(clk, reset, enable, Q);
    input reset, enable, clk;
    output [7:0] Q;
    t_flop f1 (clk, reset, enable, Q[0]);
    t_flop f2 (Q[0], reset, enable, Q[1]);
    t_flop f3 (Q[1], reset, enable, Q[2]);
    t_flop f4 (Q[2], reset, enable, Q[3]);
    t_flop f5 (Q[3], reset, enable, Q[4]);
    t_flop f6 (Q[4], reset, enable, Q[5]);
    t_flop f7 (Q[5], reset, enable, Q[6]);
    t_flop f8 (Q[6], reset, enable, Q[7]);
endmodule
module t_flop(clk, reset, enable, Q);
    input reset, enable, clk;
    output reg Q;
    always@(negedge clk or posedge reset) begin
        if(reset) begin
            Q <= 1'b0;
        end else if(enable) begin
            Q <= !Q;
        end
    end
endmodule
File: design/flow/run.sh
#!/bin/bash
# OpenROAD 26Q1-2900-gdf79404cd8, Yosys 0.63+post, stock flow scripts
make -C /OpenROAD-flow-scripts/flow DESIGN_CONFIG=/design/flow/config.mk WORK_HOME=/design/flow/orfs finish
==> impl_metrics.tcl <==
# metrics dict for downstream scripts
set metrics [dict create \
    fp_util 0.1011 \
    detailroute.via_count 153 \
    hold_buffers 0 \
    hold_class "reg2reg" \
    pre_cts_slack_ns -0.5657 \
    arrival_ns 0.99 \
    ys_sh_adder 0 \
    cp.depth 1 \
    numPortBuffers 10 \
    ir_drop_v 0.0005508 \
    r2r_end "f1.Q" \
    grt_pass1_vias 176 \
    avgSynthCellArea_um2 13.28 \
    postSynthSeqShare 0.5797 \
    drt_wl_total_um 496 \
    slew_headroom 0.9215 \
    top_usage_layer "met1" \
    ys_sh_xor 0.2029 \
    untimed_endpoints 14 \
    fin_ws_ns -0.1856 \
    drive_gt1_frac 0.2258 \
    clk_latency_ns 0 \
    ys_chip_area_um2 345.3 \
    n_fill_cell 402 \
    p_comb_frac 0.562 \
    pwr-share-seq 0.438 \
    rows 21 \
    status "finished with violations" \
    grtUsageMet3 0.005682 \
    syn2layout_area_growth_pct 34.78 \
    startpoint "f1.Q" \
    crit_end "Q[0]" \
    synthSimpleGateAreaFrac 0 \
    die_h_um 80 \
    cp.required_ns 0.80 \
    path_delay_family "flip-flops" \
    remaining_drc_errors 0 \
    worstMarginPinSlew_ns 0.1178 \
    rrSetupSlack_ns 0.10 \
    synth.distinct_cells 5 \
    cpPeakStageDelay_ns 0.39 \
    grtUsageTotal 0.01725 \
    crit_chain "buf_2" \
    p_per_area_nw_per_um2 753.1 \
    ios 11 \
    num_antenna_cells 0 \
    grt_pass1_wl_um 917 \
    routabilityCongestion 0.6869 \
    dieWidth_um 80 \
    met2_usage 0.02327 \
    synth_flops 8 \
    hold_violations 0 \
    antenna_found_initial 0 \
    unclocked_regs 7 \
    ys_sh_mux 0 \
    warning_count 31 \
    synth_area_um2 345.3 \
    fin_tns_setup_ns -0.2702 \
    p_leak_nw 0.1946 \
    hpwl_um 462.9 \
    fin_area_um2 465.4 \
    rr_worst_depth 3 \
    netlist_logic_family_top "buffers and inverters" \
    path_clk_slew_ns 0 \
    grt_use_met1 0.02708 \
    slowest_stage "dfrtn_1" \
    max_cap_violations 0 \
    compound_area_frac 0 \
    start_kind "flop" \
    worstSetupPathType "reg2out" \
    synthCells 26 \
    grt_max_degree 8 \
    hold_ws_ns 0.6432 \
    maxSlewViolCount 0 \
    ys_cells 26 \
    setup_violations 2 \
    power_switching_mw 0.08883 \
    drtPass1Iterations 2 \
    pwr-share-clk 0 \
    p_total_mw 0.3505 \
    dpl.cell_count 76 \
    p_int_mw 0.2617 \
    critPathMaxFanout 2 \
    routedWlPerCell_um 6.442 \
    regToRegStartpoint "f1.Q" \
    fin_util 0.1363 \
    grt_overflow 0 \
    final_cells 77 \
    end_kind "output pin" \
    rsz0062_at_grt "yes" \
    die-area_um2 6400 \
    core_um2 3416 \
    p_sw_frac 0.2534 \
    ant_nets 0 \
    initialDrtViolationCount 10 \
    dpl_cell_area_um2 454.2 \
    yosys_warnings 1 \
    worstPathBufferInverterCount 1 \
    vias_per_cell 1.987 \
    skew_ns 0 \
    violations "negative setup slack" \
]
[repair_timing]
item,CTS,global route
hold endpoints to repair,0,0
gates resized,8,1
setup endpoints to repair,2,2
pin swaps,1,0
buffers inserted,0,1
[layer usage]
metal,wire length [um],vias up
met3,63,0
met5,0,-
met2,177,9
met4,0,0
li1,-,81
met1,255,63
[registers in the layout, summed over array words and instances, names as in the netlist]
signal and flops:
f1.Q 1, f2.Q 1, f3.Q 1, f4.Q 1, f5.Q 1, f6.Q 1, f7.Q 1, f8.Q 1
[placed cells by master, fill, tap and decap left out]
| cell type | count |
|---|---|
| buf_2 | 1 |
| buf_4 | 4 |
| buf_6 | 1 |
| clkdlybuf4s50_1 | 8 |
| dfrtn_1 | 8 |
| inv_1 | 1 |
| xor2_1 | 7 |
| xor2_2 | 1 |
[cells in the mapped netlist (all sizes together)]
cell | n | area [um^2]
dfrtn | 8 | 200.2
buf | 9 | 71.32
xor2 | 8 | 70.07
inv | 1 | 3.750
[power groups by stage]
stage / sequential, mW / clock (mW) / combinational, mW
CTS: 0.156 / 0 / 0.157
global route: 0.164 / 0 / 0.224
finish: 0.154 / 0 / 0.197
[worst min path at each step]
stage         endpoint  cells after the start  startpoint
CTS               f1.Q                      2        f1.Q
finish            f1.Q                      3        f1.Q
global route      f1.Q                      3        f1.Q
[final cells by class]
class	count	area, um^2	share of cell area
multi-input combinational	8	77.57	0.1667
inverter	1	3.754	0.008065
sequential	8	200.2	0.4301
timing repair buffer	14	126.4	0.2715
tap	46	57.56	0.1237
[kinds of logic after synthesis]
kind of cell / after synthesis
XOR/XNOR: 8
buffers and inverters: 10
flip-flops: 8
Power figures rest on the tool's default switching activity, not on a simulated workload.
