**flow/config.mk**
```make
export PLATFORM = sky130hd
export DESIGN_NAME = four_bit_lookahead_adder
export DESIGN_NICKNAME = four_bit_lookahead_adder
export VERILOG_FILES = /design/flow/design.v
export SDC_FILE = /design/flow/constraint.sdc
export NUM_CORES = 4
export LEC_CHECK = 1
export CORE_AREA = 10 10 70 70
export DIE_AREA = 0 0 80 80
```
**flow/constraint.sdc**
```tcl
current_design four_bit_lookahead_adder

set clk_period 2.3
set clk_io_pct 0.2

create_clock -name clk0 -period $clk_period

set non_clock_inputs [all_inputs -no_clocks]
set_input_delay [expr $clk_period * $clk_io_pct] -clock clk0 $non_clock_inputs
set_output_delay [expr $clk_period * $clk_io_pct] -clock clk0 [all_outputs]
```
**flow/design.v**
```verilog
module adder(a, b, cin, sum, cout);
    input wire cin, a, b;
    output wire sum, cout;
    assign {cout, sum} = a + b + cin;
endmodule
module four_bit_lookahead_adder(a, b, cin, sum, cout);
    input wire cin;
    input wire [3:0] a, b;
    output wire [3:0] sum;
    output wire cout;
    wire c1, c2, c3;
    wire [3:0] g, p;
    assign p = a | b;
    assign g = a & b;
    assign c1 = g[0] | (p[0] & cin);
    assign c2 = g[1] | (p[1] & c1);
    assign c3 = g[2] | (p[2] & c2);
    assign cout = g[3] | (p[3] & c3);
    adder a1(.a(a[0]), .b(b[0]), .cin(cin), .sum(sum[0]), .cout());
    adder a2(.a(a[1]), .b(b[1]), .cin(c1), .sum(sum[1]), .cout());
    adder a3(.a(a[2]), .b(b[2]), .cin(c2), .sum(sum[2]), .cout());
    adder a4(.a(a[3]), .b(b[3]), .cin(c3), .sum(sum[3]), .cout());
endmodule
```
**flow/run.sh**
```bash
#!/bin/bash
# OpenROAD 26Q1-2900-gdf79404cd8, Yosys 0.63+post, stock flow scripts
make -C /OpenROAD-flow-scripts/flow DESIGN_CONFIG=/design/flow/config.mk WORK_HOME=/design/flow/orfs finish
```
==> run_results.csv <==
group,metric,value,unit
run_status,outcome,"complete, but fails checks",
run_status,violations,"setup timing",
final_layout,regArea,0,µm²
yosys,avgSynthCellArea,8.20,µm²
detailed_routing,drt-initial-drc-count,5,
final_timing,post-route-worst-setup-slack,-0.318,ns
power_and_ir_drop,power.leakage,0.141,nW
worst_setup_path,worstPathRequired,1.84,ns
power_and_ir_drop,power_density,191,nW/µm²
power_and_ir_drop,power.total,0.0613,mW
worst_setup_path,critical_path_arrival,2.16,ns
detailed_routing,wire_per_inst,6.30,µm
floorplan,die-width,80,µm
final_timing,period_used_share,114,%
yosys,synth_area_leader_cell,"fa_1",
power_and_ir_drop,vdd_drop_max,0.0589,mV
final_timing,grt_setup_unrepaired,"yes",
min_path,hold_class,"in2out",
floorplan,ioPinCount,14,
yosys,synthMostInstantiatedCell,"inv_1",
yosys,ys_cells,18,
floorplan,die_area,6400,µm²
detailed_routing,vias,119,
grt,grt_pass1_wl,724,µm
yosys,area_leaders,"fa_1, inv_1, buf_4",
detailed_routing,viasPerCell,1.61,
detailed_routing,ant_nets,0,
final_layout,fillCellCount,412,
worst_setup_path,crit_path_top_delay_cell,"fa_2",
clock_tree,ctsHoldBuffers,0,
detailed_routing,drc,0,
final_layout,final_cells,74,
run,openroad.warnings,35,
placed_design,place_congestion,0.786,
final_timing,finalHoldViolCount,0,
floorplan,core,3420,µm²
floorplan,num_rows,21,
grt,track_usage,1.44,%
final_layout,drive_gt1_share,57.1,%
placed_design,dp.final_hpwl,466,µm
floorplan,fp_util,4.32,%
final_timing,post-route-min-period,2.62,ns
final_layout,flops,0,
floorplan,dieHeight,80,µm
worst_setup_path,slowest_delay,0.42,ns
worst_setup_path,cp_max_fo,1,
grt,grt.overflow.total,0,
placed_design,port_buffers,14,
placed_design,place_inst,74,
yosys,synthCells,18,
final_timing,drv_slew,0,
yosys,yosysWarnings,0,
detailed_routing,wirelength,466,µm
worst_setup_path,timing.critical_path.mode_cell,"fa_2",
yosys,ys_seq_share,0,%
grt,antenna_found_initial,0,
yosys,synthDistinctLibCells,3,
placed_design,dp_slack,-1.20,ns
yosys,top_cells_by_count,"inv_1, buf_4, fa_1",
worst_setup_path,crit_chain,"buf_8, inv_8, fa_2, inv_2, fa_2, inv_2, fa_2, inv_2, fa_2, buf_6",
final_timing,tightest_slew,0.0966,ns
final_layout,area_growth_syn_to_layout,118,%
final_timing,finalSetupViolCount,3,
yosys,synth-area-yosys,148,µm²
grt,grt_max_degree,2,
final_timing,max_slew_margin,93.5,%
yosys,synth_top_area_share,54.2,%
worst_setup_path,critPathCaptureType,"output pin",
grt,grt_pass1_vias,132,
detailed_routing,dr.pass1.iters,2,
yosys,syn_area,148,µm²
worst_setup_path,critPathKind,"in2out",
run,drv_cap,0,
worst_setup_path,start_kind,"input pin",
final_timing,max_freq,382,MHz
final_layout,nClkBuffers,0,
detailed_routing,n_antenna_cell,0,
metrics by stage:
step,hold WS (ns),util (%),TNS [ns],cell area [µm²]
2_1_floorplan,1.02,-,-0.206,163
3_3_place_gp,2.00,9.67,-3.76,330
3_5_place_dp,2.01,9.67,-3.80,330
4_1_cts,1.55,9.23,-0.438,315
5_1_grt,1.58,9.41,-0.547,322
6_report,1.54,9.41,-0.374,322
cells by family (layout without fill, tap and decap cells):
kind of cell | Yosys count | count (layout) | share of synthesized area [%]
buf+inv | 14 | 24 | 45.8
fa+ha+maj | 4 | 4 | 54.2
metal layers:
layer	part of all wire (%)	up-vias	track usage, %
li1	-	60	-
met1	51	48	2.08
met2	39	11	2.33
met3	11	0	0.227
met4	0	0	0
met5	0	-	0
path summary, 6_finish.rpt:
kind  startpoint     end  slack, ns  depth (start not counted)
max          cin  sum[3]      -0.32                         10
min         b[1]  sum[1]       1.54                          3
layout make-up:
class,instances,area (µm²),area share (%)
Inverter,10,45.0,14.0
Multi-Input combinational cell,4,90.1,28.0
Timing Repair Buffer,14,129,40.1
Tap cell,46,57.6,17.9
cells in the final DEF (no fill, tap or decap):
master           count
clkdlybuf4s50_1      5
inv_8                1
fa_2                 4
dlygate4sd2_1        3
buf_2                3
buf_6                2
buf_8                1
inv_1                4
inv_2                5
timing repair:
action	CTS	global route
pin swaps	4	0
buffers inserted	0	0
resized	30	1
setup endpoints to repair	5	3
report_power, final:
part           switching, mW  internal (mW)
sequential                 0              0
clock                      0              0
combinational         0.0215         0.0398
total                 0.0215         0.0398
worst max-delay path: cells and delay by family:
kind	cells	cell delay, ns
adders and majority gates	4	1.31
buffers and inverters	6	0.39
