==> design/flow/design.v <==
module d_counter(clk, D, reset, enable, Q);
    input reset, enable, clk;
    output [7:0] Q, D;
    d_flop f1 (clk, !Q[0], reset, enable, Q[0]);
    d_flop f2 (Q[0], !Q[1], reset, enable, Q[1]);
    d_flop f3 (Q[1], !Q[2], reset, enable, Q[2]);
    d_flop f4 (Q[2], !Q[3], reset, enable, Q[3]);
    d_flop f5 (Q[3], !Q[4], reset, enable, Q[4]);
    d_flop f6 (Q[4], !Q[5], reset, enable, Q[5]);
    d_flop f7 (Q[5], !Q[7], reset, enable, Q[6]);
    d_flop f8 (Q[6], !Q[7], reset, enable, Q[7]);
endmodule
module d_flop(clk, d, reset, enable, Q);
    input reset, enable, clk, d;
    output reg Q;
    always@(negedge clk or posedge reset) begin
        if(reset) begin
            Q <= 1'b0;
        end else if(enable) begin
            Q = d;
        end
    end
endmodule
==> design/flow/run.sh <==
#!/bin/bash
# OpenROAD 26Q1-2900-gdf79404cd8, Yosys 0.63+post, stock flow scripts
make -C /OpenROAD-flow-scripts/flow DESIGN_CONFIG=/design/flow/config.mk WORK_HOME=/design/flow/orfs finish
==> design/flow/config.mk <==
export PLATFORM = sky130hd
export DESIGN_NAME = d_counter
export DESIGN_NICKNAME = d_counter
export VERILOG_FILES = /design/flow/design.v
export SDC_FILE = /design/flow/constraint.sdc
export NUM_CORES = 4
export LEC_CHECK = 1
export CORE_AREA = 10 10 70 70
export DIE_AREA = 0 0 80 80
==> design/flow/constraint.sdc <==
current_design d_counter

set clk_period 1.3
set clk_io_pct 0.2

create_clock -name clk0 -period $clk_period [get_ports {clk}]

set non_clock_inputs [all_inputs -no_clocks]
set_input_delay [expr $clk_period * $clk_io_pct] -clock clk0 $non_clock_inputs
set_output_delay [expr $clk_period * $clk_io_pct] -clock clk0 [all_outputs]
==> impl_metrics.env <==
# implementation run metrics
export IMPL_r2r_cells=3
export IMPL_power_density_nw_per_um2=524
export IMPL_drv_cap=0
export IMPL_die_y_um=80
export IMPL_dominantRegCellSynth="dfrtn_1"
export IMPL_first_pass_iters=1
export IMPL_peakVddDrop_mv=0.437
export IMPL_ant_nets=0
export IMPL_synth_avg_cell_area_um2=11.5
export IMPL_cp_slowest_cell="dfrtn_1"
export IMPL_status="complete, but fails checks"
export IMPL_clk_latency_ns=0
export IMPL_detail_route_wl_per_cell_um=7.15
export IMPL_edf_count=0
export IMPL_ys_chip_area_um2=414
export IMPL_grt_pass1_wl_mm=1.00
export IMPL_die_w_um=80
export IMPL_report_final_slew_viol_count=0
export IMPL_routed_wl_um=615
export IMPL_grt_max_degree=8
export IMPL_layout_drive_gt1_share_pct=15.0
export IMPL_rows=21
export IMPL_flop_area_um2=200
export IMPL_rsz0062_at_grt="yes"
export IMPL_grt_pass1_vias=220
export IMPL_unclocked_pins=7
export IMPL_final_setup_viol_count=1
export IMPL_worstSetupEndpointType="primary output"
export IMPL_cp_cell_sequence="buf_2"
export IMPL_grt_use_total_pct=1.84
export IMPL_startpoint_type="flop"
export IMPL_viasPerCell=2.14
export IMPL_die_area_um2=6400
export IMPL_routabilityCongestion=0.641
export IMPL_hold_buffers=0
export IMPL_fin_hold_ws_ns=0.653
export IMPL_syn2layout_area_growth_pct=19.0
export IMPL_critical_path_depth=1
export IMPL_synth_seq_share_pct=48.3
export IMPL_place_ws_ns=-0.514
export IMPL_netlist_area_um2=414
export IMPL_cp_arrival_ns=1.13
export IMPL_drc=0
export IMPL_worst_hold_path_type="reg2reg"
export IMPL_hold_depth=3
export IMPL_warning_count=31
export IMPL_vias=184
export IMPL_synthTopCellsByArea="dfrtn_1, buf_4, xor2_1, buf_6, mux2i_1"
export IMPL_syn_inst=36
export IMPL_leakagePower_nw=0.226
export IMPL_critPathTopFamily="flip-flops"
export IMPL_grt_overflow=0
export IMPL_crit_buf_inv=1
export IMPL_top_cell="buf_4"
export IMPL_postLayoutCellArea_um2=493
export IMPL_yosysUniqueCellTypes=7
export IMPL_mi_logic_area_um2=101
export IMPL_synth_area_leader_cell="dfrtn_1"
export IMPL_synthArstFlopShare_pct=100
export IMPL_ys_ff=8
export IMPL_place_area_um2=482
export IMPL_antenna_found_initial=0
export IMPL_io_pins=19
export IMPL_hold_viol=0
export IMPL_top_area_share_pct=48.3
export IMPL_fp_utilization_pct=12.1
export IMPL_crit_path_max_fanout=2
export IMPL_required_ns=1.04
export IMPL_unconstrained_endpoints=14
export IMPL_setup_ws_ns=-0.0917
export IMPL_ys_cells=36
export IMPL_fin_setup_tns_ns=-0.0917
export IMPL_yosysWarnings=9
export IMPL_diodes=0
export IMPL_setup_worst_path_class="reg2out"
export IMPL_netlist_top_cells_count="buf_4, dfrtn_1, xor2_1, inv_1"
export IMPL_fill_cells=390
export IMPL_dp_hpwl_um=564
export IMPL_finalClockSkew_ns=0
export IMPL_violations="negative setup slack"
export IMPL_drt_iter0_markers=0
export IMPL_slowest_delay_ns=0.38
export IMPL_clk_transition_reported_paths_ns=0
export IMPL_core_area_um2=3420
export IMPL_io_buffers=10
flip-flops by register name, summed over array words and instances, names as in the netlist:
register and cells:
f3.Q 1, f8.Q 1, f6.Q 1, f5.Q 1
f4.Q 1, f7.Q 1, f2.Q 1, f1.Q 1
through the flow:
step,utilization (%),instances,power (W)
final,14.4,86,0.000258
after global routing,14.4,86,0.000282
after CTS,14.4,86,0.000263
after detailed placement,14.1,84,0.000231
after global placement,14.1,84,0.000231
after floorplan,-,43,0.000210
layout make-up:
| type | count | share of cell area [%] |
|---|---|---|
| sequential | 8 | 40.6 |
| tap | 46 | 11.7 |
| multi-input combinational | 16 | 20.6 |
| timing repair buffer | 14 | 25.6 |
| inverter | 2 | 1.52 |
logic make-up after synthesis:
family	after synthesis	synth area share (%)
mux	1	2.42
flops	8	48.3
buf+inv	19	33.5
xor+xnor	7	14.8
other cells	1	0.905
final timing paths:
path | slack (ns) | endpoint | from
setup / recovery | -0.09 | Q[0] | f1.Q
hold / removal | 0.65 | f1.Q | f1.Q
setup reg to reg | 0.42 | f1.Q | f1.Q
hold reg to reg | 0.65 | f1.Q | f1.Q
max in group asynchronous | 0.21 | f1.Q | reset
min in group asynchronous | 0.95 | f1.Q | reset
layout by cell type, fill, tap and decap left out:
master	n
buf_2	1
buf_4	4
buf_6	1
clkdlybuf4s50_1	8
conb_1	8
dfrtn_1	8
inv_1	2
mux2i_1	1
xor2_1	7
layer usage:
layer  up-vias  routed length, um  part of all wire, %  GRT usage, %
met4         0                  0                    0             0
met1        80                283                   46          2.70
met3         0                 88                   14         0.909
li1         92                  -                    -             -
met2        12                243                   40          2.49
met5         -                  0                    0             0
what timing repair did:
| item | 4_1_cts | 5_1_grt |
|---|---|---|
| buffers inserted | 2 | 0 |
| gates resized | 8 | 0 |
| gates cloned | 0 | 0 |
| endpoints found under the setup margin | 2 | 2 |
| pin swaps | 1 | 0 |
where the power goes:
part	total, W	switching [W]	internal (W)	leakage (nW)
clock	0	0	0	0
sequential	0.000117	0.0000204	0.0000964	0.0932
combinational	0.000141	0.0000427	0.0000987	0.133
Power and IR drop assume default switching activity.
